`run.sh`:
```
#!/bin/bash
# OpenROAD 26Q1-2900-gdf79404cd8, Yosys 0.63+post, stock flow scripts
make -C /OpenROAD-flow-scripts/flow DESIGN_CONFIG=/design/flow/config.mk WORK_HOME=/design/flow/orfs finish
```
`config.mk`:
```
export PLATFORM = sky130hd
export DESIGN_NAME = axi_addr_latch
export DESIGN_NICKNAME = axi_addr_latch
export VERILOG_FILES = /design/flow/design.v
export SDC_FILE = /design/flow/constraint.sdc
export NUM_CORES = 4
export LEC_CHECK = 1
export CORE_UTILIZATION = 40
export SYNTH_MEMORY_MAX_BITS = 65536
```
`constraint.sdc`:
```
current_design axi_addr_latch

set clk_period 394.5
set clk_io_pct 0.2

create_clock -name clk0 -period $clk_period [get_ports {CLK}]

set non_clock_inputs [all_inputs -no_clocks]
set_input_delay [expr $clk_period * $clk_io_pct] -clock clk0 $non_clock_inputs
set_output_delay [expr $clk_period * $clk_io_pct] -clock clk0 [all_outputs]
```
`design.v`:
```
module addr_gen
    ( 
        CLK,
        RESETn,
        ADDR,
        LEN,
        SIZE,
        BURST,
        START,
        NEXT,
        ADDR_OUT
    );
    parameter p_size = 4;    
    input           CLK;
    input           RESETn;
    input  [11:0]   ADDR;
    input  [7:0]    LEN;
    input  [2:0]    SIZE;
    input  [1:0]    BURST;
    input           START;
    input           NEXT;
    output [11:0]   ADDR_OUT;
    reg    [11:0]   start_address;
    reg    [11:0]   current_address;
    reg    [11:0]   bytes_per_beat;
    reg    [11:0]   number_of_beats;
    reg    [11:0]   orig_bytes_per_beat;
    reg    [11:0]   orig_number_of_beats;
    reg             fixed;
    reg             incr;
    reg             wrap;
    reg    [11:0]   total_bytes;
    reg    [11:0]   fixed_mask;
    reg    [11:0]   var_mask;
    reg    [11:0]   count;
    reg    [31:0]   one = 32'h00000001;
    assign ADDR_OUT = ((start_address & fixed_mask) | (current_address & var_mask)); 
    always @(posedge CLK) begin
        if (RESETn == 0) begin
            start_address      <= 12'h000;
            current_address    <= 12'h000;
            bytes_per_beat     <= 12'h000;
            number_of_beats    <= 12'h000;
            fixed              <= 0;
            incr               <= 0;
            wrap               <= 0;
            total_bytes        <= 12'h000;
            fixed_mask         <= 12'h000;
            var_mask           <= 12'hFFF;
            count              <= 12'h000;
        end else begin
            if (START) begin
                start_address     <= ADDR;
                current_address   <= ADDR;
                orig_bytes_per_beat    <= (1 << SIZE);
                orig_number_of_beats   <= LEN + 1;
                bytes_per_beat    <= (1 << ((SIZE > p_size) ? p_size : SIZE));
                number_of_beats   <= (LEN + one) << ((SIZE > p_size) ? SIZE - p_size : 0);
                count             <= 0;
                fixed <= (BURST == 2'b00) ? 1 : 0;
                incr  <= (BURST == 2'b01) ? 1 : 0;
                wrap  <= (BURST == 2'b10) ? 1 : 0;
                if (BURST == 2'b10) begin 
                    total_bytes <=   (LEN + 1) << SIZE;
                    var_mask   <=   ((LEN + 1) << SIZE) - 1;
                    fixed_mask <= ~(((LEN + 1) << SIZE) - 1);
                end else begin
                    total_bytes <=   (LEN + 1) << SIZE;
                    var_mask   <=    12'hFFF;
                    fixed_mask <=    12'h000;
                end
            end else begin
                if (NEXT) begin
                    count <= count + 1;
                    if ((count + 1) < number_of_beats) begin
                        if (incr || wrap) current_address <= current_address + bytes_per_beat;
                    end 
                end
            end
        end
    end   
endmodule
module axi_addr_latch
    ( 
            CLK,
            RESETN,
            MASTER,
            ID,
            ADDR,
            LEN,
            SIZE,
            BURST,
            LOCK,
            CACHE,
            PROT,
            VALID,
            READY,
            O_MASTER,
            O_ID,
            O_ADDR,
            O_LAST,
            O_VALID,
            O_READY
    );
    parameter masters = 4;    
    parameter width = 22;     
    parameter p_size = 4;     
    input                           CLK;
    input                           RESETN;
    input  [masters-1:0]            MASTER;
    input  [4-1:0]           ID;
    input  [width-1:0]              ADDR;
    input  [8-1:0]          LEN;
    input  [3-1:0]         SIZE;
    input  [2-1:0]        BURST;
    input  [1-1:0]         LOCK;
    input  [4-1:0]        CACHE;
    input  [3-1:0]         PROT;
    input                           VALID;
    output                          READY;
    output [masters-1:0]            O_MASTER;
    output [4-1:0]           O_ID;
    output [width-1:0]              O_ADDR;
    output                          O_LAST;
    output                          O_VALID;
    input                           O_READY;
    wire   [($bits(MASTER)+$bits(ID)+$bits(ADDR)+$bits(LEN)+$bits(SIZE)+$bits(BURST)+$bits(LOCK)+$bits(CACHE)+$bits(PROT))-1:0]        fifo_in;
    wire   [($bits(MASTER)+$bits(ID)+$bits(ADDR)+$bits(LEN)+$bits(SIZE)+$bits(BURST)+$bits(LOCK)+$bits(CACHE)+$bits(PROT))-1:0]        fifo_out;
    wire                            full;
    wire                            cycle_ready;
    reg    [masters-1:0]            L_MASTER;
    reg    [4-1:0]           L_ID;
    reg    [width-1:0]              L_ADDR;
    reg    [8-1:0]          L_LEN;
    reg    [3-1:0]         L_SIZE;
    reg    [2-1:0]        L_BURST;
    reg    [1-1:0]         L_LOCK;
    reg    [4-1:0]        L_CACHE;
    reg    [3-1:0]         L_PROT;
    reg                             send_req;
    reg    [width-1:12]             addr_high_bits;
    reg    [11:0]                   addr_low_bits;
    reg    [(64/8)-1:0]         byte_enables;
    reg                             handling_cycle;
    reg    [4:0]                    number_of_beats;
    reg    [9:0]                    count;
    reg    [9:0]                    bytes_per_beat;
    reg                             start_of_cycle;
    reg    [31:0]                   one  = 32'h00000001;
    reg    [31:0]                   zero = 32'h00000000;
    reg                             fifo_ack;
    reg                             next;
    reg                             last;
    reg                             o_valid;
    assign fifo_in = { MASTER, ID, ADDR, LEN, SIZE, BURST, LOCK, CACHE, PROT };
    assign READY = !full;
    assign { L_MASTER, L_ID, L_ADDR, L_LEN, L_SIZE, L_BURST, L_LOCK, L_CACHE, L_PROT } = fifo_out;
    assign O_MASTER           = L_MASTER;
    assign O_ID               = L_ID;
    assign O_ADDR[width-1:12] = addr_high_bits;
    assign O_ADDR[11:0]       = addr_low_bits;
    assign O_VALID            = o_valid;
    bus_fifo #(($bits(MASTER)+$bits(ID)+$bits(ADDR)+$bits(LEN)+$bits(SIZE)+$bits(BURST)+$bits(LOCK)+$bits(CACHE)+$bits(PROT))) fifo0 (
            .CLK         (CLK), 
            .RESET_N     (RESETN), 
            .DATA_STROBE (VALID), 
            .DATA_IN     (fifo_in), 
            .DATA_READY  (cycle_ready), 
            .DATA_OUT    (fifo_out), 
            .DATA_ACK    (next & last), 
            .FULL        (full)
    );
    axi_byte_enables be0 (
            .ADDR        (addr_low_bits),
            .SIZE        (L_SIZE),
            .BE          (byte_enables)
    );
    addr_gen #(p_size) addr_gen_sram (
            .CLK         (CLK),
            .RESETn      (RESETN),
            .ADDR        (L_ADDR[11:0]), 
            .LEN         (L_LEN), 
            .SIZE        (L_SIZE), 
            .BURST       (L_BURST), 
            .START       (start_of_cycle), 
            .NEXT        (next), 
            .ADDR_OUT    (addr_low_bits)
    );
    assign last = ((count + 1 == number_of_beats) && handling_cycle) ? 1 : 0;
    assign O_LAST = last;
    always @(posedge CLK) begin
        if (!RESETN) begin
            o_valid <= 0;
            next <= 0;
        end else begin
            if (send_req) o_valid <= 1;
            if (o_valid && O_READY) begin
                o_valid <= 0;
                next <= 1;
            end
            if (next) next <= 0;
        end
    end
    always @(posedge CLK) begin
        if (!RESETN) begin
            handling_cycle <= 0;
            fifo_ack <= 0;
            send_req <= 0;
        end else begin
            if (!handling_cycle && cycle_ready) begin
                handling_cycle <= 1;
                start_of_cycle <= 1;
                addr_high_bits <= L_ADDR[width-1:12];
                bytes_per_beat <= (1 << ((L_SIZE > p_size) ? p_size : L_SIZE));
                number_of_beats <= (L_LEN + one) << ((L_SIZE > p_size) ? L_SIZE - p_size : 0);
                count <= zero;
                fifo_ack <= 1;
                send_req <= 1;
            end else begin
                start_of_cycle <= 0;
                fifo_ack <= 0;
                send_req <= 0;
            end
            if (next) begin  
               if ((count + 1) < number_of_beats) begin
                   count <= count + 1;
                   send_req <= 1;
               end else begin 
                   handling_cycle <= 0;
               end
            end
        end 
    end 
endmodule
module axi_byte_enables
    (
        ADDR,
        SIZE,
        BE
    );
    input  [11:0]   ADDR;
    input  [2:0]    SIZE;
    output [7:0]    BE;
    reg    [7:0]    LOCAL_BE;
    assign BE = LOCAL_BE;
    always @(ADDR, SIZE) begin
    case (SIZE)
    3'b000   : begin
                 case (ADDR[2:0])
                 3'b000  : LOCAL_BE <= 8'b00000001;
                 3'b001  : LOCAL_BE <= 8'b00000010;
                 3'b010  : LOCAL_BE <= 8'b00000100;
                 3'b011  : LOCAL_BE <= 8'b00001000;
                 3'b100  : LOCAL_BE <= 8'b00010000;
                 3'b101  : LOCAL_BE <= 8'b00100000;
                 3'b110  : LOCAL_BE <= 8'b01000000;
                 3'b111  : LOCAL_BE <= 8'b10000000;
                 default : LOCAL_BE <= 8'b11111111;
                 endcase
              end
    3'b001   : begin
                 case (ADDR[2:0])
                 3'b000  : LOCAL_BE <= 8'b00000011;
                 3'b001  : LOCAL_BE <= 8'b00000110;
                 3'b010  : LOCAL_BE <= 8'b00001100;
                 3'b011  : LOCAL_BE <= 8'b00011000;
                 3'b100  : LOCAL_BE <= 8'b00110000;
                 3'b101  : LOCAL_BE <= 8'b01100000;
                 3'b110  : LOCAL_BE <= 8'b11000000;
                 3'b111  : LOCAL_BE <= 8'b10000000;
                 default : LOCAL_BE <= 8'b11111111;
                 endcase
              end
    3'b010   : begin
                 case (ADDR[2:0])
                 3'b000  : LOCAL_BE <= 8'b00001111;
                 3'b001  : LOCAL_BE <= 8'b00011110;
                 3'b010  : LOCAL_BE <= 8'b00111100;
                 3'b011  : LOCAL_BE <= 8'b01111000;
                 3'b100  : LOCAL_BE <= 8'b11110000;
                 3'b101  : LOCAL_BE <= 8'b11100000;
                 3'b110  : LOCAL_BE <= 8'b11000000;
                 3'b111  : LOCAL_BE <= 8'b10000000;
                 default : LOCAL_BE <= 8'b11111111;
                 endcase
              end
    default : begin
                 LOCAL_BE <= 8'b11111111;
              end
    endcase
    end
endmodule
module bus_fifo
    (
        CLK,
        RESET_N,
        DATA_STROBE,
        DATA_IN,
        DATA_READY,
        DATA_OUT,
        DATA_ACK,
        FULL
    );
    parameter width = 8;
    parameter depth = 8;
    input               CLK;
    input               RESET_N;
    input               DATA_STROBE;
    input  [width-1:0]  DATA_IN;
    output              DATA_READY;
    output [width-1:0]  DATA_OUT;
    input               DATA_ACK;
    output              FULL;
    reg    [width-1:0]  fifo_mem[(1<<depth)-1:0];
    reg    [depth-1:0]  input_pointer;
    reg    [depth-1:0]  output_pointer;
    wire                empty;
    wire   [depth:0]    input_pointer_plus_one;
    assign empty = (input_pointer == output_pointer) ? 1'b1 : 1'b0;
    assign FULL  = (input_pointer_plus_one == output_pointer) ? 1'b1 : 1'b0;
    assign DATA_READY = !empty;
    assign input_pointer_plus_one = input_pointer + {depth {1'b1}};
    assign DATA_OUT = (empty) ? {width {1'bz}} : fifo_mem[output_pointer];
    always @(posedge CLK) begin
        if (!RESET_N) begin 
            input_pointer <= {depth {1'b0}};
            output_pointer <= {depth {1'b0}};
        end else begin
            if (DATA_STROBE & !FULL) begin
                fifo_mem[input_pointer] <= DATA_IN;
                input_pointer <= input_pointer + {depth {1'b1}};
            end
            if (DATA_ACK & !empty) begin
                output_pointer <= output_pointer + {depth {1'b1}};
            end
        end
    end
endmodule
```
==> results.txt <==
yosys + openroad results -> largest net degree at the start of global routing 98, fin crit share 0.223, sum of negative setup slack 0 ps, design area 0.489 mm2, Power Density 4.93 mW/mm2, cts hold-fix bufs 0, grt total ovfl 0, CP required 315600 ps, crit path max fanout 62, DR WL/cell 34.9 um, Yosys Warn Count 6, Num CTS Buffers 1157, Slew Limit Fails 0, Synth Area in Adders 0.00104, CP Cell Sequence buf_4 -> buf_4 -> buf_12 -> buf_4 -> buf_4 -> buf_4 -> buf_4 -> mux4_2 -> mux4_2 -> mux4_2 -> mux4_2 -> clkdlybuf4s50_1, CORE AREA 1.06 mm2, Hold Path Class flip-flop to flip-flop, post-CTS resize count 0, num rows 379, ys flop type edfxtp_1, critical path class flip-flop to output port, Final Hold Vio Count 0, Core Util at FP 0.401, Logic family by area multiplexers, maximum vdd drop 4.60 uV, detailed placement HPWL 728000 um, Max transition margin 0.0451, Root Buffer clkbuf_16, Area growth syn-to-layout 14.6%, Die Footprint 1.07 mm2, Routability Congestion 0.960, Mean Syn Cell Area 24.3 um2, WP buf/inv 8, worst slew pin tran 1430 ps, CTS tree built, number of clock sinks 11100, crit end category output port, Die Wd 1030 um, clock-pin slew on the worst setup and hold paths 60 ps, Crit path top cell by count buf_4, Synth area leader edfxtp_1, crit start category flip-flop, yosys cell count 17600, Synth Area in Compound Gates 0.0117, drt total wl 1200000 um, Post-synth regs 11100, Hold WS 449 ps, Clock Skews 134 ps, XOR Share, Synth 0.00133, Hold Crit Depth 2, Levels on crit path 12, Port Buffer Count 79, count leader, synth edfxtp_1, CP peak stage delay 790 ps, Clock Path Buffers 5, distinct cell type count of the synthesized netlist 103, post-layout min period 88040 ps, Syn Std Cell Area 0.427 mm2, layout cells sized above 1 0.319, Post-synth top cells 11000 x edfxtp_1, 3273 x mux4_2, 399 x nor2_1, 363 x mux2i_1, 352 x clkbuf_1, critical path's top delay family buffers and inverters, Late-Pin Clk Latency 1280 ps, number of global-route vias before repair 217000, YS chip area 0.427 mm2, register share after synthesis 0.782, Via Count 197000, antenna-violating nets left 0, DR vias/cell 5.73, data arrival time of the critical path 9140 ps, GR Util All Layers 0.249, MUX share of area 0.182, f_max 11.4 MHz, Synth area leaders edfxtp_1 78%, mux4_2 17%, mux2i_1 0.85%, I/O pins 88, unrepaired setup endpoints after global routing false, initial antenna violation count 145, Slowest cell on crit path dfxtp_4, max cap viols 0, EDFF count, synth 11000, Synth Area in Simple Gates 0.0105, endpoints failing setup 0, Worst R2R Path Depth 21, register area 0.334 mm2, combinational gate area 0.0903 mm2, post-CTS setup buffer count 0, OpenROAD warnings 38, Post-route DRC 0, Pleak 145 nW, Iter 0 DRT Violations 13700, DP Area 0.451 mm2, H-tree depth 7, Cells after Synth 17600, global-route wire length before repair 1670000 um, fillers 85600, FFs w/ async S/R, synth 0, 1st-pass router iterations 18, Max-area cell share 0.777, Die H 1030 um, status complete, no violations
[layout by cell type, fill, tap and decap left out, types with 140 or more instances in the layout]
cell,Yosys,routed
a21oi_1,148,147
a22oi_1,214,214
buf_4,73,1015
clkbuf_1,352,259
clkbuf_16,0,1173
clkinv_1,2,237
clkinv_2,0,175
diode_2,0,465
edfxtp_1,11000,11000
mux2i_1,363,363
mux4_2,3273,3273
nand2_1,199,179
nor2_1,399,140
nor2_4,1,260
[power breakdown]
part           leakage, nW  internal, mW  total [mW]  switching [mW]
Clock                 17.9         0.603        1.06           0.459
Combinational         27.0       0.00732      0.0415          0.0341
Sequential             100          1.30        1.31         0.00180
[registers in the layout, indices dropped and copies added (netlist names), 10 cells and up, named ones only]
signal and cells:
addr_gen_sram.count 12, addr_gen_sram.fixed_mask 12, addr_gen_sram.current_address 12, addr_gen_sram.var_mask 12
addr_high_bits 10, addr_gen_sram.start_address 12, addr_gen_sram.number_of_beats 12, count 10
fifo0.fifo_mem 11008
[metrics by stage]
step,setup slack [ps],utilization,std cells,total power [mW]
6_report,306460,0.459,34300,2.41
4_1_cts,306450,0.458,33900,2.43
3_5_place_dp,307750,0.424,31800,1.37
3_3_place_gp,307680,0.424,31800,1.37
2_1_floorplan,311270,-,17600,1.34
5_1_grt,306190,0.459,34200,2.47
[per-layer routing]
layer / vias up / part of all wire / wire [um] / global-route usage
li1: 79300 / - / - / -
met1: 100000 / 0.28 / 339000 / 0.264
met2: 14800 / 0.45 / 544000 / 0.344
met3: 2158 / 0.22 / 260000 / 0.241
met4: 132 / 0.044 / 52500 / 0.0839
met5: - / 0.0037 / 4480 / 0.0347
[kinds of logic (layout without fill, tap and decap cells)]
family / Yosys count / after routing
DFF: 11100 / 11100
muxes: 3660 / 3660
buffers and inverters: 998 / 3220
and+or+nand+nor: 962 / 962
AOI/OAI and AO/OA: 694 / 694
xor gates and xnor gates: 65 / 65
adders and majority gates: 35 / 35
other: 0 / 465
[final cells by class]
class / count / area share
diodes: 465 / 0.00238
clock buffers: 1435 / 0.0621
clock inverters: 623 / 0.0134
inverters: 42 / 0.000338
multi-input cells: 5416 / 0.185
flip-flops and latches: 11100 / 0.682
well taps: 14100 / 0.0361
repair buffers: 1120 / 0.0186
[tightest hold or removal path, stage by stage, from the launching register on]
cell     delay (ps)
dfxtp_1         310
nand2_1          50
nand2_1          40
[worst paths after layout]
path / start / slack [ps] / to
setup / recovery: flip-flop / 306460 / O_ID[0]
hold / removal: addr_gen_sram.fixed_mask[3] / 450 / addr_gen_sram.fixed_mask[3]
setup reg to reg: flip-flop / 385020 / addr_gen_sram.fixed_mask[11]
hold reg to reg: addr_gen_sram.fixed_mask[3] / 450 / addr_gen_sram.fixed_mask[3]
Power is estimated from default activity; no workload was simulated.
