File: config.mk
export PLATFORM = sky130hd
export DESIGN_NAME = axi_data_latch
export DESIGN_NICKNAME = axi_data_latch
export VERILOG_FILES = /design/flow/design.v
export SDC_FILE = /design/flow/constraint.sdc
export NUM_CORES = 4
export LEC_CHECK = 1
export CORE_UTILIZATION = 30
export SYNTH_MEMORY_MAX_BITS = 65536
File: constraint.sdc
current_design axi_data_latch

set clk_period 496.4
set clk_io_pct 0.2

create_clock -name clk0 -period $clk_period [get_ports {CLK}]

set non_clock_inputs [all_inputs -no_clocks]
set_input_delay [expr $clk_period * $clk_io_pct] -clock clk0 $non_clock_inputs
set_output_delay [expr $clk_period * $clk_io_pct] -clock clk0 [all_outputs]
File: design.v
module axi_data_latch
    ( 
            CLK,
            RESETN,
            MASTER,
            ID,
            DATA,
            LAST,
            VALID,
            READY,
            O_MASTER,
            O_ID,
            O_DATA,
            O_RESP,
            O_LAST,
            O_VALID,
            O_READY
    );
    parameter masters = 4;
    parameter id_bits = 2;
    parameter data_width = 64;
    input                   CLK;
    input                   RESETN;
    input  [masters-1:0]    MASTER;
    input  [id_bits-1:0]    ID;
    input  [data_width-1:0] DATA;
    input                   LAST;
    input                   VALID;
    output                  READY;
    output [masters-1:0]    O_MASTER;
    output [id_bits-1:0]    O_ID;
    output [data_width-1:0] O_DATA;
    output [1:0]            O_RESP;
    output                  O_LAST;
    output                  O_VALID;
    input                   O_READY;
    wire   [masters+id_bits+data_width:0] fifo_in;
    wire   [masters+id_bits+data_width:0] fifo_out;
    wire                    full;
    reg                     local_ready;
    reg                     send_req;
    reg    [31:0]           one  = 32'h00000001;
    reg    [31:0]           zero = 32'h00000000;
    reg                     fifo_ack;
    reg                     next;
    assign fifo_in = { MASTER, ID, DATA, LAST};
    assign READY = !full;
    assign { O_MASTER, O_ID, O_DATA, O_LAST } = fifo_out;
    bus_fifo #(masters+id_bits+data_width+1) fifo0 (
            .CLK            (CLK), 
            .RESET_N        (RESETN), 
            .DATA_STROBE    (VALID), 
            .DATA_IN        (fifo_in), 
            .DATA_READY     (O_VALID), 
            .DATA_OUT       (fifo_out), 
            .DATA_ACK       (O_READY), 
            .FULL           (full)
    );
endmodule
module bus_fifo
    (
        CLK,
        RESET_N,
        DATA_STROBE,
        DATA_IN,
        DATA_READY,
        DATA_OUT,
        DATA_ACK,
        FULL
    );
    parameter width = 8;
    parameter depth = 8;
    input               CLK;
    input               RESET_N;
    input               DATA_STROBE;
    input  [width-1:0]  DATA_IN;
    output              DATA_READY;
    output [width-1:0]  DATA_OUT;
    input               DATA_ACK;
    output              FULL;
    reg    [width-1:0]  fifo_mem[(1<<depth)-1:0];
    reg    [depth-1:0]  input_pointer;
    reg    [depth-1:0]  output_pointer;
    wire                empty;
    wire   [depth:0]    input_pointer_plus_one;
    assign empty = (input_pointer == output_pointer) ? 1'b1 : 1'b0;
    assign FULL  = (input_pointer_plus_one == output_pointer) ? 1'b1 : 1'b0;
    assign DATA_READY = !empty;
    assign input_pointer_plus_one = input_pointer + {depth {1'b1}};
    assign DATA_OUT = (empty) ? {width {1'bz}} : fifo_mem[output_pointer];
    always @(posedge CLK) begin
        if (!RESET_N) begin 
            input_pointer <= {depth {1'b0}};
            output_pointer <= {depth {1'b0}};
        end else begin
            if (DATA_STROBE & !FULL) begin
                fifo_mem[input_pointer] <= DATA_IN;
                input_pointer <= input_pointer + {depth {1'b1}};
            end
            if (DATA_ACK & !empty) begin
                output_pointer <= output_pointer + {depth {1'b1}};
            end
        end
    end
endmodule
File: run.sh
#!/bin/bash
# OpenROAD 26Q1-2900-gdf79404cd8, Yosys 0.63+post, stock flow scripts
make -C /OpenROAD-flow-scripts/flow DESIGN_CONFIG=/design/flow/config.mk WORK_HOME=/design/flow/orfs finish
==> run notes <==
Implementation status.

- The timing report gives the clock slew at the launch and capture registers of the worst setup and hold paths as 60 ps.
- The data arrival time of the worst path is 12820 ps.
- Before placement the cells fill 30.09% of the core.
- The data required time at the worst endpoint is 397120 ps.
- The count of final hold-check violations is 0.
- The run finished, with violations left.
- The total grt overflow is 0.
- The tree built by TritonCTS fans out to 18200 sinks.
- Per the synthesis report, the AND-OR/OR-AND share of the synthesized area is 3.026%.
- The placed cell count is 62300.
- Setup slack closes at 384300 ps.
- The cell total in the yosys stat output is 30870.
- Setup repair after global routing left no endpoint under its margin.
- Post-synthesis, Yosys gives the total cell area as 694700 µm².
- The number of search-and-repair iterations in the first detailed-routing pass is 6.
- The residual antenna-violating net count after detailed routing is 0.
- The most critical hold endpoint after final layout shows a slack of 629.0 ps.
- Buffers inserted to repair hold after CTS numbered 0.
- The top fanout value on the critical path is 42.
- The arithmetic-cell share of the synthesized area counting full adders, half adders and majority gates is 0.01081%.
- The tool warning count for the run is 37.
- The clock period could shrink to 112100 ps.
- According to the floorplan report, the total die area is 2322000 µm².
- The slew of the pin with the lowest slew margin is 1540 ps.
- For this sky-water flow run, the detailed-routed wirelength per cell is reported as 36.13 µm.
- By area the synthesized netlist is led by sky130_fd_sc_hd__edfxtp_1 79%, sky130_fd_sc_hd__mux4_2 13%, sky130_fd_sc_hd__mux2i_1 2.7%.
- The largest net degree at the start of global routing is 108.
- Compared with the post-synthesis result, the final layout area differs by 15.99%.
- The post-CTS repair timing setup buffer count is 0.
- The warning tally printed by Yosys for this design is 5.
- The synthesized design contains 18180 enable-type register cells.
- The logic area is 141900 µm².
- The gate count of the mapped netlist is 30870.
- STA classifies the critical path endpoint as an output port.
- Headroom to the max-slew limit came out at -2.668%.
- The final reports fail on max-capacitance violations, max-slew violations.
- After synthesis, the largest area contributor takes up 78.57% of total cell area.
- The final timing summary puts the cycle share of the worst path at 22.58%.
- The per-instance average area after synthesis is 22.50 µm².
- Derived from the worst setup path, the maximum achievable clock frequency is 0.008920 GHz.
- The report lists the number of cells resized after CTS as 0.
- For the worst-skew pair, the clock arrives at the later sink with an insertion delay of 1490 ps.
- The buffer depth of the longest clock path is 6.
- The count of vias placed by the detailed router is 349800.
- Summed over all routing layers, the global router reports a total usage of 21.89%.
- After the first detailed-routing iteration, the DRC count stood at 25940.
- The synthesis stats list as the most numerous cell sky130_fd_sc_hd__edfxtp_1.
- The cell area after technology mapping is 694700 µm².
- Post-synth the commonest register cell is sky130_fd_sc_hd__edfxtp_1.
- The count of buffers inserted at the top-level ports is 147.
- The multiplexer share of the synthesized area is 15.43%.
- Per Yosys stat, the portion of area used by sequential elements is 78.64%.
- The worst hold path passes through 2 cells.
- The layout report lists the combined flip-flop and latch area as 546300 µm².
- The clock tree synthesis step divided the H-tree into 7 levels.
- The library cell used as clock root buffer is sky130_fd_sc_hd__clkbuf_16.
- The global-route wire length before repair is 3204000 µm.
- The number of clock buffers added by TritonCTS is 1831.
- The library cell occupying the most area in the post-synthesis netlist is sky130_fd_sc_hd__edfxtp_1.
- The total of flip-flops plus latches after synthesis is 18200.
- In the final layout, the fill cell count is 207500.
- The clock arrives with 150.6 ps of skew.
- The CTS tree is done.
- The number of antenna violations at the first check in global routing is 230.
- The chip width is 1524 µm.
- The share of async-settable or async-resettable flops after synthesis is 0%.
- The max-cap check violation count is 2.
- The worst setup path is launched from a flop.
- By count the netlist is led by 18180 x sky130_fd_sc_hd__edfxtp_1, 3902 x sky130_fd_sc_hd__mux4_2, 1899 x sky130_fd_sc_hd__mux2i_1.
- The core occupancy in the finished layout is 34.90%.
- The highest supply drop recorded on VDD is 0.004148 mV.
- The worst-case reg-to-reg path depth is 12.
- In the routed layout, each cell is associated on average with a via count of 5.292.
- The number of global-route vias before repair is 385700.
- The number of top-level design ports is 150.
- The cell area power density is 5.136 nW/µm².
- The final-layout setup total negative slack is 0 ps.
- The finished layout holds 66090 standard cells, fillers aside.
- The share of synthesized cell area in and, or, nand and nor gates is 1.294%.
- The final wirelength is 2388000 µm.
- RePlAce ended its routability-driven mode at a weighted congestion of 0.9032.
- The number of placement rows is 558.
- Of the total synthesized cell area, the portion taken by XOR and XNOR cells is 0.03026%.
- The setup violation total in the final timing report is 0.
- In the placement report, post-DP HPWL is listed as 1464000 µm.
- The leakage power is 0.2434 µW.
- TritonRoute reported its final design rule violation total as 0.
- The setup slack after placement is 385290 ps.
- Synthesis instantiated 86 different standard cells from the library.
- STA reports the tightest min-delay check as being of type flop to flop.
- The y dimension of the die is 1524 µm.
- The synthesis run identifies the leading combinational cell family as multiplexers.
- The region available for standard cell placement spans 2309000 µm².
- The class of the most critical setup path is flop to output port.
- Cells with a size suffix above 1 make up 26.92% of the layout.
- The final max-slew violation count recorded for this run is 8.
[layout make-up]
| type | instances | area share [%] |
|---|---|---|
| Inverter | 12 | 0.009317 |
| Clock buffer | 2218 | 5.921 |
| Antenna cell | 512 | 0.1590 |
| Multi-Input combinational cell | 10850 | 17.62 |
| Tap cell | 30800 | 4.783 |
| Timing Repair Buffer | 2438 | 2.504 |
| Sequential cell | 18200 | 67.80 |
| Clock inverter | 1061 | 1.207 |
[kinds of logic after synthesis]
family | count (synthesis)
other | 1
and+or+nand+nor | 1981
adders and majority gates | 6
AOI/OAI and AO/OA | 3008
muxes | 5828
xor gates and xnor gates | 24
buffers and inverters | 1823
DFF | 18200
[through the flow]
stage | instance area (µm²) | power [µW]
final | 805700 | 4139
after global routing | 805300 | 4249
after CTS | 804400 | 4137
after detailed placement | 747000 | 2811
after global placement | 746600 | 2805
after floorplan | 694700 | 2277
[where the power goes]
group / switching [µW] / internal (µW) / total [µW]
clock network: 571 / 770 / 1340
logic: 718 / 382 / 1100
registers: 3.56 / 1690 / 1700
total: 1290 / 2850 / 4140
[registers in the layout (all words and copies together) (netlist names), named ones only]
| register | count |
|---|---|
| fifo0.fifo_mem | 18176 |
| fifo0.output_pointer | 8 |
| fifo0.input_pointer | 8 |
[per-layer routing]
metal | share of wire, % | global-route usage, % | vias up | wire length [µm]
met1 | 24 | 17.22 | 173400 | 581000
met2 | 43 | 30.10 | 32630 | 1035000
li1 | - | - | 137800 | -
met4 | 6.6 | 11.34 | 388 | 157700
met3 | 25 | 24.64 | 5573 | 589900
met5 | 1.0 | 8.880 | - | 24360
[placed cells by master, fill, tap and decap left out, types with 73 or more instances in the layout]
master,n
sky130_fd_sc_hd__edfxtp_1,18180
sky130_fd_sc_hd__mux4_2,3902
sky130_fd_sc_hd__buf_4,2193
sky130_fd_sc_hd__mux2i_1,1899
sky130_fd_sc_hd__clkbuf_16,1850
sky130_fd_sc_hd__nand2_1,704
sky130_fd_sc_hd__o22ai_1,660
sky130_fd_sc_hd__o221ai_1,546
sky130_fd_sc_hd__diode_2,512
sky130_fd_sc_hd__clkinv_1,452
sky130_fd_sc_hd__a21oi_1,431
sky130_fd_sc_hd__clkbuf_1,365
sky130_fd_sc_hd__clkinv_2,334
sky130_fd_sc_hd__a22oi_1,317
sky130_fd_sc_hd__o21ai_0,270
sky130_fd_sc_hd__nor2_4,262
sky130_fd_sc_hd__nand3_1,236
sky130_fd_sc_hd__bufinv_16,177
sky130_fd_sc_hd__nor2_1,167
sky130_fd_sc_hd__nor3_1,145
sky130_fd_sc_hd__a31oi_1,119
sky130_fd_sc_hd__buf_12,81
sky130_fd_sc_hd__clkdlybuf4s50_1,76
sky130_fd_sc_hd__and2_1,73
[critical path, cell delays in order (launching register included)]
cell                              delay (ps)
sky130_fd_sc_hd__dfxtp_4                 630
sky130_fd_sc_hd__buf_4                   460
sky130_fd_sc_hd__buf_4                   650
sky130_fd_sc_hd__buf_4                   730
sky130_fd_sc_hd__buf_4                   700
sky130_fd_sc_hd__buf_4                   660
sky130_fd_sc_hd__buf_4                   570
sky130_fd_sc_hd__buf_4                   660
sky130_fd_sc_hd__buf_4                   640
sky130_fd_sc_hd__buf_4                   640
sky130_fd_sc_hd__buf_4                   620
sky130_fd_sc_hd__buf_4                   600
sky130_fd_sc_hd__buf_4                   730
sky130_fd_sc_hd__mux2i_1                 170
sky130_fd_sc_hd__o22ai_1                 190
sky130_fd_sc_hd__o21ai_0                 110
sky130_fd_sc_hd__o21ai_0                 510
sky130_fd_sc_hd__nor3_1                  240
sky130_fd_sc_hd__buf_4                   190
sky130_fd_sc_hd__nor4_1                  500
sky130_fd_sc_hd__clkbuf_2                290
sky130_fd_sc_hd__buf_4                   140
sky130_fd_sc_hd__clkdlybuf4s50_1         470
[path summary, 6_finish.rpt]
path | start | to | slack (ps)
hold / removal | fifo0.output_pointer[4] | flop | 630
setup / recovery | flop | O_DATA[42] | 384300
setup reg to reg | fifo0.input_pointer[2] | fifo0.fifo_mem[155][63] | 490630
hold reg to reg | fifo0.output_pointer[4] | flop | 630
Power is estimated from default activity; no workload was simulated.
